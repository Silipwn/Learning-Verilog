**./run.sh**
```bash
#!/bin/bash
# OpenROAD 26Q1-2900-gdf79404cd8, Yosys 0.63+post, stock flow scripts
make -C /OpenROAD-flow-scripts/flow DESIGN_CONFIG=/design/flow/config.mk WORK_HOME=/design/flow/orfs finish
```
**./constraint.sdc**
```tcl
current_design counter

set clk_period 1.7
set clk_io_pct 0.2

create_clock -name clk0 -period $clk_period [get_ports {clk}]

set non_clock_inputs [all_inputs -no_clocks]
set_input_delay [expr $clk_period * $clk_io_pct] -clock clk0 $non_clock_inputs
set_output_delay [expr $clk_period * $clk_io_pct] -clock clk0 [all_outputs]
```
**./config.mk**
```make
export PLATFORM = sky130hd
export DESIGN_NAME = counter
export DESIGN_NICKNAME = counter
export VERILOG_FILES = /design/flow/design.v
export SDC_FILE = /design/flow/constraint.sdc
export NUM_CORES = 4
export LEC_CHECK = 1
export CORE_AREA = 10 10 70 70
export DIE_AREA = 0 0 80 80
```
**./design.v**
```verilog
module counter (clk, reset, enable, count);
input clk, reset, enable;
output [3:0] count;
reg [3:0] count;                                   
always @ (posedge clk)
if (reset == 1'b1) begin
  count <= 0;
end else if ( enable == 1'b1) begin
  count <= count + 1;
end
endmodule  
```
==> reports/metrics.yaml <==
grt:
  gr-total-overflow: 0
  antenna_found_initial: 0
  grt_max_degree: 6
  grt_pass1_vias: 161
  grt_pass1_wl_um: 834
  grt_util_all_layers_pct: 1.76
clocking:
  clk_pin_slew_ns: 0.04
  clk-insertion-delay-late_ns: 0.23
  post_cts_buffers: 0
  cts_root_buffer: "clkbuf_4"
  clock-sinks: 4
  cts_tree: "done"
  h-tree-depth: 1
  numCtsBuffers: 3
  ctsResizeCount: 0
  cts.path.max_buffers: 2
  holdBufCountCts: 0
worst_setup_path:
  worstReg2RegStart: "count[0]$_SDFFE_PP0P_"
  path_delay_family: "buffers and inverters"
  cp-end-kind: "primary output"
  worst_path_largest_cell_delay_ns: 0.50
  arrival_ns: 1.13
  critPathLaunch: "count[0]$_SDFFE_PP0P_"
  worstSetupStartpointType: "register"
  path_max_fanout: 4
  crit_slowest_cell: "clkdlybuf4s50_1"
  crit_path_cell_trace: "clkdlybuf4s50_1"
  critical_path_buf_inv_count: 1
  critical_path_required_ns: 1.36
  path_class: "reg2out"
sta:
  setup-violations-final: 0
  maxSlewHeadroom_pct: 83.2
  post-route-min-period_ns: 1.47
  fmax_mhz: 681
  setup-tns-final_ns: 0
  min_period_over_period_pct: 86.3
  finClkSkew_ns: 0.00331
  rsz0062_at_grt: "no"
  hold_viol_final: 0
  worst_pin_slew_ns: 0.251
  whs_ns: 0.572
  slew_violations: 0
synth:
  syn_area_per_cell_um2: 11.2
  yosys_cells: 16
  synth_chip_area_um2: 179
  post_synth_num_cell_types: 11
  synth_seq_share_pct: 44.8
  yosysWarnings: 1
  syn_area_um2: 179
  netlist_instances: 16
  numSynthFlops: 4
flow_run:
  tool_warnings: 25
  maxCapViolCount: 0
detailed_routing:
  viasPerCell: 1.96
  num_vias: 139
  antenna_cells: 0
  drtPass1Iterations: 2
  wirelength_um: 470
  drt_iter0_markers: 12
  drc: 0
  ant_nets: 0
  wire_per_inst_um: 6.62
placement:
  gp_congestion: 0.647
  port_buffers: 6
  place_area_um2: 297
hold_path:
  hold_path_class: "reg2reg"
  hp-start: "count[3]$_SDFFE_PP0P_"
layout:
  final_area_um2: 319
  utilization_pct: 9.34
  largest-register: "count"
  largest_reg_flops: 4
  top_regs: "count: 4 flops"
  area_growth_syn_to_layout_pct: 78.3
  drive_gt1_share_pct: 24.0
floorplanning:
  die_w_um: 80
  die_h_um: 80
  io_pins: 7
  rows: 21
  die_area_um2: 6400
  coreArea_um2: 3420
  initCoreUtil_pct: 5.24
power:
  p_leak_uw: 0.000120
  p_total_uw: 249
  ir_drop_mv: 0.213
  power.density_nw_per_um2: 781
outcome:
  status: "complete, no violations"
## path summary, 6_finish.rpt
check | endpoint | slack [ns] | depth (start not counted)
max | count[0] | 0.23 | 1
min | count[3]$_SDFFE_PP0P_ | 0.57 | 2
max reg2reg | count[1]$_SDFFE_PP0P_ | 0.74 | 3
min reg2reg | count[3]$_SDFFE_PP0P_ | 0.57 | 2
## layer usage
layer | track usage [%] | wire, um | vias up
met4 | 0.176 | 0 | 0
met3 | 2.16 | 100 | 0
met2 | 1.85 | 146 | 9
li1 | - | - | 74
met5 | 0 | 0 | -
met1 | 2.19 | 224 | 56
## metrics by stage
stage               setup slack, ns  std cells
global placement              0.188         68
detailed placement            0.195         68
global route                  0.144         71
CTS                           0.210         71
finish                        0.232         71
floorplan                     0.813         16
## cells by family (layout without fill, tap and decap cells)
logic type,count (synthesis),count (layout),synth area share (%)
AND/OR/NAND/NOR,6,6,21.0
flip-flops,4,4,44.8
adder cells (fa/ha/maj),1,1,6.99
XOR/XNOR,1,1,4.90
multiplexers,2,2,14.0
AND-OR/OR-AND,2,2,8.39
buffers and inverters,0,9,0
## placed cells by master, fill, tap and decap left out
master / netlist / routed
clkbuf_4: 0 / 3
nor2_1: 3 / 3
a21bo_2: 1 / 1
nor2b_1: 1 / 1
nand3b_1: 1 / 1
ha_1: 1 / 1
clkdlybuf4s50_1: 0 / 6
dfxtp_1: 4 / 4
mux2_4: 1 / 1
a21oi_1: 1 / 1
xnor2_1: 1 / 1
mux2i_1: 1 / 1
nand4_2: 1 / 1
## power breakdown
group / switching [uW] / total [uW] / internal [uW]
Clock: 35.1 / 114 / 78.7
Combinational: 10.1 / 29.4 / 19.2
Sequential: 6.41 / 106 / 99.7
Total: 51.6 / 249 / 198
## cells in the mapped netlist
| cell type | number | area [um2] |
|---|---|---|
| mux2_4 | 1 | 15.0 |
| a21bo_2 | 1 | 10.0 |
| dfxtp_1 | 4 | 80.1 |
| nor2b_1 | 1 | 6.26 |
| a21oi_1 | 1 | 5.00 |
| nor2_1 | 3 | 11.3 |
| xnor2_1 | 1 | 8.76 |
| nand4_2 | 1 | 12.5 |
| ha_1 | 1 | 12.5 |
| mux2i_1 | 1 | 10.0 |
| nand3b_1 | 1 | 7.51 |
## cell type report
cell class | count | area (um2)
fillers | 401 | 3100
multi-input cells | 12 | 98.8
flip-flops and latches | 4 | 80.1
repair buffers | 6 | 60.1
well taps | 46 | 57.6
clock buffers | 3 | 22.5
Power figures rest on the tool's default switching activity, not on a simulated workload.
